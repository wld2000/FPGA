**/design/flow/config.mk**
```make
export PLATFORM = sky130hd
export DESIGN_NAME = flash_rw
export DESIGN_NICKNAME = flash_rw
export VERILOG_FILES = /design/flow/design.v
export SDC_FILE = /design/flow/constraint.sdc
export NUM_CORES = 4
export LEC_CHECK = 1
export CORE_AREA = 10 10 74 74
export DIE_AREA = 0 0 84 84
```
**/design/flow/constraint.sdc**
```tcl
current_design flash_rw

set clk_period 2.2
set clk_io_pct 0.2

create_clock -name clk0 -period $clk_period [get_ports {sys_clk}]

set non_clock_inputs [all_inputs -no_clocks]
set_input_delay [expr $clk_period * $clk_io_pct] -clock clk0 $non_clock_inputs
set_output_delay [expr $clk_period * $clk_io_pct] -clock clk0 [all_outputs]
```
**/design/flow/design.v**
```verilog
module flash_rw(
	input            sys_clk      ,
	input            sys_rst_n    ,
	input            idel_flag_r  , 
	input            w_data_req   ,
    input            eth_tx_data ,     
	output reg[3:0 ] cmd_cnt      ,
	output reg       spi_start    , 
	output reg[7:0 ] spi_cmd      ,
	output reg[7:0] spi_data      
);
parameter WEL_CMD      =16'h06;
parameter S_ERA_CMD    =16'hd8;
parameter C_ERA_CMD    =16'hc7;
parameter READ_CMD     =16'h03;
parameter WRITE_CMD    =16'h02;
parameter R_STA_REG_CMD=8'h05 ;
reg[3:0] flash_start;
always @(posedge sys_clk or negedge sys_rst_n )begin
	if(!sys_rst_n)
		flash_start<=0;
	else if(flash_start<=5)
	    flash_start<=flash_start+1;
	else
		flash_start<=flash_start;
end
always @(posedge sys_clk or negedge sys_rst_n )begin
	if(!sys_rst_n)
		cmd_cnt<=0;
	else if(flash_start==4)
	    spi_start<=1'b1;
	else if(idel_flag_r&&cmd_cnt<10)begin
	    cmd_cnt<=cmd_cnt+1;
		spi_start<=1'b1;
	end
	else begin
		cmd_cnt<=cmd_cnt;
		spi_start<=1'b0;
	end
end
always @(posedge sys_clk or negedge sys_rst_n )begin
	if(!sys_rst_n)
		spi_data<=8'd0;
	else if(w_data_req)
		spi_data<=eth_tx_data;
	else
		spi_data<=spi_data;
end
always @(*)begin
	case(cmd_cnt)
		0:spi_cmd=WEL_CMD;
		1:spi_cmd=C_ERA_CMD;
		2:spi_cmd=R_STA_REG_CMD;
		3:spi_cmd=WEL_CMD;
		4:spi_cmd=WRITE_CMD;
		5:spi_cmd=R_STA_REG_CMD;
		6:spi_cmd=READ_CMD;
		7:spi_cmd=WEL_CMD;
		8:spi_cmd=S_ERA_CMD;
		9:spi_cmd=R_STA_REG_CMD;
		10:spi_cmd=READ_CMD;
	default:;
	endcase
end
endmodule
```
**/design/flow/run.sh**
```bash
#!/bin/bash
# OpenROAD 26Q1-2900-gdf79404cd8, Yosys 0.63+post, stock flow scripts
make -C /OpenROAD-flow-scripts/flow DESIGN_CONFIG=/design/flow/config.mk WORK_HOME=/design/flow/orfs finish
```
==> deck_impl_summary.md <==
Physical Implementation Snapshot

Placed design
  – Dpl hpwl: between 1 and 1.5 mm
  – IO Port Bufs: 17
  – Final GP Congestion: 0.7873
  – Worst slack, placed: just under 700 ps
  – Placed Area: 985.9 um2
  – DP Cell Count: 143

Synthesis
  – Flip-flops with a built-in enable: 1
  – Synth Instances: 80
  – Mux share: 0.04167
  – Yosys Chip Area: just over 800 um2
  – Leading register cell type out of synthesis: dfrtp_1
  – Yosys aoi share: 0.1358
  – Synth Area per Inst: 10.13 um2
  – Cells in synth_stat.txt: 80
  – Async SR Flop Fraction: 0.6000
  – Yosys adder share: 0.1080
  – Synth warnings: 1
  – Post-synth regs: 15
  – Post-Synth XOR/XNOR Area: 0.03241
  – Main logic family: AND-OR/OR-AND gates
  – Synth top cell by count: buf_4
  – Biggest area cells: dfrtp_1 28%, ha_1 11%, buf_4 9.3%
  – Synth cell types: 32
  – And+or+nand+nor area frac: 0.1343
  – Max-area cell share: 0.2778
  – Post-Synthesis Cell Area: 810.8 um2
  – Area leader, netlist: dfrtp_1
  – Synth cell count leaders: 10 x buf_4, 9 x dfrtp_1, 7 x ha_1, 6 x nand2_1

Worst setup path
  – Slowest cell on crit path: dfrtp_1
  – Slowest cell delay on critical path: roughly 550 ps
  – CP bufs+invs: 1
  – Crit path kind: flip-flop to primary output
  – FF-to-FF Start: flash_start[0]
  – Top delay family on crit path: flip-flops
  – Setup crit start: cmd_cnt[2]
  – CP cell instances: clkdlybuf4s50_1
  – CP required: 1760 ps
  – Startpoint types: flip-flop
  – Crit path max fanout: 12
  – Setup crit end kind: primary output
  – Crit path arrival time: approximately 1300 ps

STA
  – Worst-Margin Slew: 696.8 ps
  – Final worst-path cycle share: 0.7991
  – Fin. Hold Viols: 0
  – Max-slew violation count: 0
  – # setup viols final: 0
  – Max frequency: 0.5688 GHz
  – Slew HR: 0.5294
  – Fin Hold WS: 503.6 ps
  – Endpoints left unconstrained: 12
  – Register pins left without a clock: 5
  – Final setup margin: 441.9 ps
  – Worst Skew: ~4.4 ps
  – Min Tclk post-route: 1758 ps
  – TNS Setup: 0 ps
  – RSZ-0062 raised after global routing: no

Detailed routing
  – Drt total wl: 1.493 mm
  – DR vias/cell: 3.850
  – Iteration-0 DRC Markers: 20
  – Wire per inst: 10.16 um
  – Routed Antenna Nets: 0
  – Routed via count: 566
  – First-pass DRT Iterations: 4
  – DRC: 0
  – Antenna diodes: 0

Clocking
  – Max clock buf depth: 2
  – Post-CTS Setup Bufs: 0
  – H-Tree Depth: 1
  – CTS tree: built
  – Post-CTS Hold Buffers: 0
  – Clock latency (worst-skew pair): around 230 ps
  – Root buffer cell: clkbuf_8
  – CTS buffer count: 3
  – Clk slew on worst S/H paths: approximately 50 ps
  – PostCTS Resize Cnt: 0

Power
  – Worst vdd ir: 0.2289 mV
  – P_leak: between 0.4 and 0.5 nW
  – Pwr/cell area: 902.5 nW/um2
  – Tot Pwr: about 930 uW

Global routing
  – Global-route wire length before repair: approximately 2.5 mm
  – Initial antenna violation count: 0
  – Total track usage: 0.04111
  – Total grt overflow: 0
  – Largest net degree at the start of global routing: 13
  – Vias in the first global route: approximately 570

Status
  – Run status: complete, no violations

Floorplanning
  – Die Size: between 7000 and 8000 um2
  – Std cell rows: 23
  – Io pins: 26
  – Die W: 84 um
  – Starting Density: 0.2042
  – Core area: 3971 um2
  – Die height: around 84 um

Flow run
  – Tool Warnings: 30
  – Maxcap violations: 0

Finish
  – Final core utilization: 0.2596
  – FF/Latch Area: 330.3 um2
  – Post-route insts no fill: approximately 150
  – Comb gate area: around 400 um2
  – Synth-to-Final Area Change: 27.16%
  – Final Cell Area: between 1000 and 1500 um2
  – Fillers: 430
  – Layout cells sized above 1: 0.1031

Min path
  – HP Class: primary input to async pin
[per-layer routing]
layer | vias up | global-route usage | part of all wire
met3 | 0 | 0.02362 | 0.12
met2 | 22 | 0.06411 | 0.42
met5 | - | 0 | 0
li1 | 286 | - | -
met1 | 258 | 0.04888 | 0.47
met4 | 0 | 0.006088 | 0
[report_power, final]
| group | total [mW] | internal [mW] | switching, mW |
|---|---|---|---|
| logic | 0.377 | 0.225 | 0.151 |
| clock network | 0.191 | 0.126 | 0.0648 |
| registers | 0.363 | 0.282 | 0.0807 |
| total | 0.930 | 0.634 | 0.297 |
[worst paths after layout]
check | end | slack [ps] | cells after the start
worst min-delay path | spi_data[0] | 500 | 2
max in group asynchronous | cmd_cnt[0] | 1550 | 2
worst min register to register | spi_data[0] | 510 | 1
worst max register to register | flash_start[1] | 720 | 5
min in group clk0 | spi_data[0] | 510 | 1
worst max-delay path | cmd_cnt[2] | 440 | 1
[cells in the final DEF (no fill, tap or decap), types with 2 or more instances in the layout]
cell type / n
a41oi_1: 2
clkbuf_8: 3
clkdlybuf4s50_1: 17
conb_1: 8
dfrtp_1: 9
dlxtn_1: 5
ha_1: 7
inv_1: 5
mux2_2: 3
nand2_1: 6
nand3_1: 2
nor2_1: 4
o21ai_0: 2
o21ai_1: 2
o31ai_1: 2
xnor2_1: 3
[worst reg2reg max path: cells and delay by family (launching register included)]
family	cells	cell delay, ps
adders and majority gates	1	250
DFF	1	400
muxes	1	350
buffers and inverters	1	100
and+or+nand+nor	1	80
AOI/OAI and AO/OA	1	180
[cell type report]
class                   instances  share of cell area
clock buffers                   4             0.04369
inverters                       5             0.01820
multi-input cells              55              0.3847
flip-flops and latches         15              0.3204
well taps                      50             0.06068
repair buffers                 18              0.1723
[logic make-up after synthesis]
kind of cell,after synthesis
AND/OR/NAND/NOR,19
multiplexers,3
latches,5
AND-OR/OR-AND,15
XOR/XNOR,3
flip-flops,10
buffers and inverters,17
adder cells (fa/ha/maj),7
other,1
[flip-flops by register name, summed over array words and instances (netlist names)]
register / cells
spi_cmd: 5
flash_start: 4
spi_start: 1
cmd_cnt: 4
spi_data: 1
Power is estimated from default activity; no workload was simulated.
