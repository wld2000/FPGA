**flow/config.mk**
```make
export PLATFORM = sky130hd
export DESIGN_NAME = spi_drive
export DESIGN_NICKNAME = spi_drive
export VERILOG_FILES = /design/flow/design.v
export SDC_FILE = /design/flow/constraint.sdc
export NUM_CORES = 4
export LEC_CHECK = 1
export CORE_UTILIZATION = 30
```
**flow/constraint.sdc**
```tcl
current_design spi_drive

set clk_period 3.8
set clk_io_pct 0.2

create_clock -name clk0 -period $clk_period [get_ports {clk_100m}]

set non_clock_inputs [all_inputs -no_clocks]
set_input_delay [expr $clk_period * $clk_io_pct] -clock clk0 $non_clock_inputs
set_output_delay [expr $clk_period * $clk_io_pct] -clock clk0 [all_outputs]
```
**flow/design.v**
```verilog
module spi_drive(
	input             clk_100m      ,
	input             sys_rst_n     ,
	input             spi_start     , 
	input [7:0 ]      spi_cmd       , 
	input [23:0]      spi_addr      , 
	input [7:0 ]      spi_data      , 
	input [3:0 ]      cmd_cnt       ,
	output            idel_flag_r   , 
	output reg        w_data_req    , 
	output reg [7:0]  r_data        , 
	output reg        erro_flag     , 
	output reg        spi_cs        , 
	output reg        spi_clk       , 
	output reg        spi_mosi      , 
	input             spi_miso        
);
parameter IDLE         =4'd0; 
parameter WEL          =4'd1; 
parameter S_ERA        =4'd2; 
parameter C_ERA        =4'd3; 
parameter READ         =4'd4; 
parameter WRITE        =4'd5; 
parameter R_STA_REG    =4'd6;
parameter WEL_CMD      =8'h06;
parameter S_ERA_CMD    =8'hd8;
parameter C_ERA_CMD    =8'hc7;
parameter READ_CMD     =8'h03;
parameter WRITE_CMD    =8'h02;
parameter R_STA_REG_CMD=8'h05;
wire      idel_flag;
reg[3:0]  current_state  ;
reg[3:0]  next_state     ;
reg[7:0 ] data_buffer    ;
reg[7:0 ] cmd_buffer     ;
reg[7:0 ] sta_reg        ;
reg[23:0] addr_buffer    ;
reg[31:0] bit_cnt        ;
reg       clk_cnt        ;
reg       dely_cnt       ;
reg[31:0] dely_state_cnt ;
reg[7:0 ] rd_data_buffer ;
reg       spi_clk0       ;
reg       stdone         ;
reg[7:0 ] data_check     ;
reg       idel_flag0     ;
reg       idel_flag1     ;
assign idel_flag=(current_state==IDLE)?1:0; 
assign idel_flag_r=idel_flag0&&(~idel_flag1); 
always @(posedge clk_100m or negedge sys_rst_n )begin
	if(!sys_rst_n)begin
		idel_flag0<=1'b1;
		idel_flag1<=1'b1;
	end
	else begin
		idel_flag0<=idel_flag;
		idel_flag1<=idel_flag0;
	end
end
always @(posedge clk_100m or negedge sys_rst_n )begin 
	if(!sys_rst_n)
		w_data_req<=1'b0;
	else if((bit_cnt+2)%8==0&&bit_cnt>=30&&clk_cnt==0&&current_state==WRITE)
		w_data_req<=1'b1;
	else
		w_data_req<=1'b0;
end
always @(posedge clk_100m or negedge sys_rst_n )begin 
	if(!sys_rst_n)
		rd_data_buffer<=8'd0;
	else if(bit_cnt>=32&&bit_cnt<=2080&&clk_cnt==0&&current_state==READ)									
		rd_data_buffer<={rd_data_buffer[6:0],spi_miso};
	else
		rd_data_buffer<=rd_data_buffer;
end
always @(posedge clk_100m or negedge sys_rst_n )begin 
	if(!sys_rst_n)
		data_check<=8'd0;
	else if(bit_cnt%8==0&&bit_cnt>=40&&clk_cnt==1&&current_state==READ)
		data_check<=data_check+1'd1;
	else
		data_check<=data_check;
end
always @(posedge clk_100m or negedge sys_rst_n )begin 
	if(!sys_rst_n)
		r_data<=8'd0;
	else if(bit_cnt%8==0&&bit_cnt>38&&clk_cnt==1&&current_state==READ)
		r_data<=rd_data_buffer;
	else
		r_data<=r_data;
end
always @(posedge clk_100m or negedge sys_rst_n )begin 
	if(!sys_rst_n)
		erro_flag<=1'd0;
	else if(bit_cnt>32&&bit_cnt<=2080&&current_state==READ&&cmd_cnt==6)begin
		if(data_check!=r_data)
			erro_flag<=1'd1;
		else
			erro_flag<=erro_flag;
		end
	else
		erro_flag<=erro_flag;
end          
always @(posedge clk_100m or negedge sys_rst_n )begin
	if(!sys_rst_n)
		data_buffer<=8'd0;
	else if((bit_cnt+1)%8==0&&bit_cnt>30&&clk_cnt==1)
		data_buffer<=spi_data;
	else if(clk_cnt==1&&current_state==WRITE&&bit_cnt>=32)
		data_buffer<={data_buffer[6:0],data_buffer[7]};
	else
		data_buffer<=data_buffer;
end
always @(posedge clk_100m or negedge sys_rst_n )begin
	if(!sys_rst_n)
		cmd_buffer<=8'd0;
	else if(spi_cs==0&&dely_cnt==0)
		cmd_buffer<=spi_cmd;
	else if(clk_cnt==1&&(current_state==WEL||current_state==S_ERA||current_state==C_ERA
	       ||current_state==READ||current_state==WRITE||current_state==R_STA_REG)&&bit_cnt<8)
		cmd_buffer<={cmd_buffer[6:0],1'b1};
	else
		cmd_buffer<=cmd_buffer;
end
always @(posedge clk_100m or negedge sys_rst_n )begin
	if(!sys_rst_n)
		addr_buffer<=8'd0;
	else if(spi_cs==0&&dely_cnt==0)
		addr_buffer<=spi_addr;
	else if(clk_cnt==1&&(current_state==READ||current_state==WRITE)&&bit_cnt>=8&&bit_cnt<32)
		addr_buffer<={addr_buffer[22:0],addr_buffer[23]};
	else
		addr_buffer<=addr_buffer;
end
always @(posedge clk_100m or negedge sys_rst_n )begin
	if(!sys_rst_n)
		clk_cnt<=1'd0;
	else if(dely_cnt==1)
		clk_cnt<=clk_cnt+1'd1;
	else 
		clk_cnt<=1'd0;
end
always @(posedge clk_100m or negedge sys_rst_n )begin
	if(!sys_rst_n)
		dely_cnt<=1'd0;
	else if(spi_cs==0)begin
	    if(dely_cnt<1)
			dely_cnt<=dely_cnt+1'd1;
		else
			dely_cnt<=dely_cnt;
	end
	else
		dely_cnt<=1'd0;
end
always @(posedge clk_100m or negedge sys_rst_n )begin
	if(!sys_rst_n)
		dely_state_cnt<=1'd0;
	else if(spi_cs)begin
	    if(dely_state_cnt<400000000)
			dely_state_cnt<=dely_state_cnt+1'd1;
		else
			dely_state_cnt<=dely_state_cnt;
	end
	else
		dely_state_cnt<=1'd0;
end
always @(posedge clk_100m or negedge sys_rst_n )begin
	if(!sys_rst_n)
		bit_cnt<=11'd0;
	else if(dely_cnt==1)begin
			if(clk_cnt==1'b1)
				bit_cnt<=bit_cnt+1'd1;
			else
				bit_cnt<=bit_cnt;
	end
	else
		bit_cnt<=11'd0;
end
always @(posedge clk_100m or negedge sys_rst_n )begin
	if(!sys_rst_n)
		current_state<=IDLE;
	else
		current_state<=next_state;
end
always @(*)begin
	case(current_state)
	   IDLE: begin
	          if(spi_start&&spi_cmd==WEL_CMD)
				next_state=WEL;
			  else if(spi_start&&spi_cmd==C_ERA_CMD)
				next_state=C_ERA;
			  else if(spi_start&&spi_cmd==S_ERA_CMD)
				next_state=S_ERA;
			  else if(spi_start&&spi_cmd==READ_CMD)
				next_state=READ;
			  else if(spi_start&&spi_cmd==WRITE_CMD)
				next_state=WRITE;
			  else if(spi_start&&spi_cmd==R_STA_REG_CMD)
				next_state=R_STA_REG;
			  else
	            next_state=IDLE;
			end
		WEL: begin
			  if(stdone&&bit_cnt>=8)
				   next_state=IDLE;
			  else
		           next_state=WEL;
			  end
		S_ERA: begin
				if(stdone)
					next_state=IDLE;
				else
					next_state=S_ERA;
				end
		C_ERA: begin		
				if(stdone)
					next_state=IDLE;
				else
					next_state=C_ERA;
				end
		READ: begin 		
				if(stdone&&bit_cnt>=8)
					next_state=IDLE;
				else
					next_state=READ;
				end
		WRITE: begin		
				 if(stdone&&bit_cnt>=8)
					next_state=IDLE;
				else
					next_state=WRITE;
				end
		R_STA_REG: begin		
				 if(stdone)
					next_state=IDLE;
				else
					next_state=R_STA_REG;
				end
	default: next_state=IDLE;			
	endcase				
end
always @(posedge clk_100m or negedge sys_rst_n )begin
	if(!sys_rst_n) begin
		spi_cs<=1'b1;
		spi_clk<=1'b0;
		spi_clk0<=1'b0;
		spi_mosi<=1'b0;	
		stdone<=1'b0;		
	end
	else begin
		case(current_state)
			IDLE: begin
				spi_cs<=1'b1;
				spi_clk<=1'b0;
				spi_mosi<=1'b0;				
			end
			WEL: begin
			     stdone<=1'b0;
				 spi_cs<=1'b0;
					 if(dely_cnt==1&&bit_cnt<8) begin						
						spi_clk0<=~spi_clk0;
						spi_clk<=spi_clk0;
						spi_mosi<=cmd_buffer[7];
						end
					 else if(bit_cnt==8&&clk_cnt==0)begin
					    stdone<=1'b1;
						spi_clk<=1'b0;						
						spi_mosi<=1'b0;						
					 end
					 else if(bit_cnt==8&&clk_cnt==1)begin
						spi_cs<=1'b1;						
                     end
				  end
			C_ERA: begin
					stdone<=1'b0;
			         if(dely_state_cnt==10)                
						spi_cs<=1'b0;
					 else if(dely_cnt==1&&bit_cnt<8) begin						
						spi_clk0<=~spi_clk0;
						spi_clk<=spi_clk0;
						spi_mosi<=cmd_buffer[7];
						end
					 else if(bit_cnt==8&&clk_cnt==0)begin
					    stdone<=1'b1;				    
						spi_clk<=1'b0;
						spi_mosi<=1'b0;	
					 end
					 else if(bit_cnt==8&&clk_cnt==1)begin
						spi_cs<=1'b1;						
				     end
				  end
			S_ERA: begin
			       stdone<=1'b0;				 
					if(dely_state_cnt==10)                
						spi_cs<=1'b0;
					 else if(dely_cnt==1&&bit_cnt<8) begin						
						spi_clk0<=~spi_clk0;
						spi_clk<=spi_clk0;
						spi_mosi<=cmd_buffer[7];
						end
					 else if(bit_cnt>=8&&bit_cnt<32&&spi_cs==0)begin
					    spi_cs<=1'b0;
						spi_clk0<=~spi_clk0;
						spi_clk<=spi_clk0;
						spi_mosi<=addr_buffer[23];
					 end
					 else if(bit_cnt==32&&clk_cnt==0) begin
						spi_cs<=1'b1;
						spi_clk<=1'b0;
						spi_mosi<=1'b0;
						stdone<=1'b1;
					 end
				 end
            READ: begin
			      stdone<=1'b0;
				  if(dely_state_cnt==10)                
						spi_cs<=1'b0;
					else if(dely_cnt==1&&bit_cnt<8) begin						
						spi_clk0<=~spi_clk0;
						spi_clk<=spi_clk0;
						spi_mosi<=cmd_buffer[7];
						end
					 else if(bit_cnt>=8&&bit_cnt<32&&spi_cs==0)begin					    
						spi_clk0<=~spi_clk0;
						spi_clk<=spi_clk0;
						spi_mosi<=addr_buffer[23];
					 end
					 else if(bit_cnt>=32&&bit_cnt<2080)begin						
						spi_clk0<=~spi_clk0;
						spi_clk<=spi_clk0;
						spi_mosi<=1'b0;						
					 end
					 else if(bit_cnt==2080&&clk_cnt==0) begin						
						spi_clk<=1'b0;
						spi_mosi<=1'b0;
						stdone<=1'b1;						
					 end
					  else if(bit_cnt==2080&&clk_cnt==1) begin
						spi_cs<=1'b1;
					 end
				 end
            WRITE: begin
			     stdone<=1'b0;
				  if(dely_state_cnt==10)                
						spi_cs<=1'b0;
					 else if(dely_cnt==1&&bit_cnt<8) begin						
						spi_clk0<=~spi_clk0;
						spi_clk<=spi_clk0;
						spi_mosi<=cmd_buffer[7];
						end
					 else if(bit_cnt>=8&&bit_cnt<32&&spi_cs==0)begin					   
						spi_clk0<=~spi_clk0;
						spi_clk<=spi_clk0;
						spi_mosi<=addr_buffer[23];
					 end
					 else if(bit_cnt>=32&&bit_cnt<2080)begin						
						spi_clk0<=~spi_clk0;
						spi_clk<=spi_clk0;
						spi_mosi<=data_buffer[7];
					 end
					 else if(bit_cnt==2080&&clk_cnt==0) begin
						spi_clk<=1'b0;
						spi_mosi<=1'b0;
						stdone<=1'b1;
					 end
					  else if(bit_cnt==2080&&clk_cnt==1) begin
						spi_cs<=1'b1;
					 end
                  end
			R_STA_REG:begin				              
						stdone<=1'b0;
				     if(dely_state_cnt==10)                
						spi_cs<=1'b0;
					else if(dely_cnt==1&&bit_cnt<8)begin						
						spi_clk0<=~spi_clk0;
						spi_clk<=spi_clk0;
						spi_mosi<=cmd_buffer[7];
						end
					 else if(bit_cnt==8)begin					   				    
						spi_clk0<=~spi_clk0;
						spi_clk<=spi_clk0;
						spi_mosi<=1'b0;						
					 end                      				 
					  else if(~spi_miso&&bit_cnt%8==0)begin
					    spi_clk<=1'b0;
						spi_cs<=1'b1;
						stdone<=1'b1;
				      end
					 else if(~spi_cs&&dely_cnt==1)begin
						spi_clk0<=~spi_clk0;
						spi_clk<=spi_clk0;
				 end	   			         	 
			  end 
             default: begin
			            stdone<=1'b0;
                        spi_cs<=1'b1;
				        spi_clk<=1'b0;
						spi_clk0<=1'b0;
				        spi_mosi<=1'b0;				        
			end
         endcase
	end
end
endmodule
```
**flow/run.sh**
```bash
#!/bin/bash
# OpenROAD 26Q1-2900-gdf79404cd8, Yosys 0.63+post, stock flow scripts
make -C /OpenROAD-flow-scripts/flow DESIGN_CONFIG=/design/flow/config.mk WORK_HOME=/design/flow/orfs finish
```
==> out/writeup.txt <==
The run finished with clean final reports. Maximum cell stage delay along the critical path: 0.79 ns. The run gives 0 as the number of antenna repair diodes. The number of gates resized after CTS was 0.

Data on the critical path is required at its endpoint by 4.10 ns. Per the detailed-route log, wirelength across all metal layers totals 16600 um. The biggest fanout along the worst timing path is 8, and the area fraction in and, or, nand and nor cells is 0.218.

In the final layout, the fill cell count is 2460. The number of setup buffers added after CTS is 0. The report lists the number of standard-cell rows as 58.

The logs give 764 for the gate count after technology mapping and 0.331 ns for the final-layout worst hold slack. After detailed routing, the average wire length per cell comes to 14.3 um. CTS reports a maximum clock tree buffer depth of 2. With the fraction of the core area covered by cells at the end of the flow at 0.366, the deepest level of the CTS H-tree is 4. The detailed placer reported the number of placed instances as 1130. From the final report, the count of setup violators was given as 0. The area fraction in mux cells came out at 0.0725. The path class of the tightest hold or removal check is in -> async.

In the final timing run, aggregate negative setup slack is 0 ns. The run gives 162 um for the width of the die. The main combinational cell family by area after synthesis was simple AND/OR/NAND/NOR gates. During I/O placement, the number of pins put on the boundary was 62. The headroom to the max-slew limit came out at 0.380. The clock root buffer was sky130_fd_sc_hd__clkbuf_16. The run gives 0 for the number of antenna violations at the first check in global routing. The clock-pin slew on the worst setup and hold paths was 0.06 ns. The share of flip-flops with an asynchronous set or reset works out to 1.00.

The ratio of final minimum period to clock period is 0.802. The run gives 146 as the clock sink count. The clock arrives with 0.00843 ns of skew.

The main flop type is sky130_fd_sc_hd__dfrtp_1. Power per cell area: 517 nW/um^2. In this run the layout overhead on the synthesized area is reported as 20.2%.

The first detailed-routing pass ran for 7 iterations. The type of the worst setup path is reg -> reg. Buffers inserted to repair hold after CTS numbered 0. The number of distinct library cell variants in the gate-level netlist after synthesis was 75. Summed over all nets, the half-perimeter wirelength after detailed placement is 11300 um.

The routed design shows a via density per instance of 4.90. In the routed design, unresolved DRC markers number 0. The synthesized netlist was found by Yosys to have 764 cells. The cell type of the slowest stage on the worst timing path was sky130_fd_sc_hd__nor4_1.

The run gives 10.0 sq um for the average instance area after synthesis. The logs give 0.134 for the total routing resource utilization after global routing and 0.478 for the sequential fraction of the synthesis area. The buffer and inverter count on the worst path works out to 0. The logs give 0.305 for the fraction of the core area occupied by cells at floorplan and 0.328 GHz for the top achievable clock speed. In this design, the largest share of critical-path delay is due to simple AND/OR/NAND/NOR gates. The run gives 0.919 for the global placement routability congestion. Most used cell along the critical path: sky130_fd_sc_hd__nor4_1. The run gives 5691 as the total number of vias. The flip-flop and latch count after synthesis is 146. Entering global routing, the biggest net connects 82 pins.

Once detail routing completed, the nets flagged for antenna violations numbered 0. The first global-routing pass estimated 28200 um of wire. The via count of the first global-routing pass is 5493, and the number of buffer cells added on primary ports is 61.

Max-slew check failures listed in the final report amount to 0. The skew report gives the latency at the later pin of the worst-skew pair as 0.42 ns. The run gives 7650 sq um for the area of the synthesized netlist per yosys stat. The run reported a max-capacitance violation count of 0.

Setup repair after global routing left no endpoint under its margin. Fraction of synthesized cell area in xor and xnor cells: 0.0699. The number of enable flip-flop cells is 0, and the post-synthesis cell area is 7650 sq um.

In this run the critical path is formed by nor4_1 > nand4_2 > nor4_1 > o211ai_1 > nor2_4 > mux2_1. The smallest clock period supported by the final layout is computed as 3.05 ns. With the static leakage at 3.76 nW, the share of cells above drive strength 1 is 0.0950. The height of the die works out to 162 um. At the pin with the least slew margin, the transition time is 0.923 ns. Once iteration 0 of detailed routing completed, the report listed 388 DRC markers. The worst setup path is captured at a flip-flop.

Endpoints failing hold in the final report were tallied at 0. The core box area was 25100 sq um. Per the OpenROAD floorplan log, the area of the die is 26100 sq um. Total global routing overflow: 0.

The critical path arrival came out at 3.34 ns. TritonCTS built the clock tree. The worst-case vdd ir drop was 0.272 mV. Counting the buffers created by CTS gives 17. Adder and majority gate portion of the synthesized area: 0.0147. The logs give a warning total of 29. The worst setup path is launched from a flip-flop. For the warning count from the yosys run, the log shows 1.

The post-layout instance count excluding filler cells is 1162, and the compound-gate portion of the synthesized area is 0.113.
[metrics by stage]
stage	setup slack (ns)	power [mW]	instance area, sq um
global route	0.566	5.03	9190
finish	0.754	4.75	9190
CTS	0.765	4.82	9190
floorplan	1.24	2.74	7650
detailed placement	0.714	3.09	8600
global placement	0.782	3.08	8600
[synth_stat cells (8+ instances only)]
cell type                    n  area, sq um
sky130_fd_sc_hd__and2_1     13         81.3
sky130_fd_sc_hd__a21o_1     10         75.1
sky130_fd_sc_hd__a21oi_1    23          115
sky130_fd_sc_hd__o21ai_1    25          125
sky130_fd_sc_hd__nor2_1     73          274
sky130_fd_sc_hd__nand2_1    71          267
sky130_fd_sc_hd__nand4_1    17          106
sky130_fd_sc_hd__ha_1        9          113
sky130_fd_sc_hd__xnor2_1    46          403
sky130_fd_sc_hd__mux2_2     10          113
sky130_fd_sc_hd__o21ai_0    14         70.1
sky130_fd_sc_hd__nand3_1    25          125
sky130_fd_sc_hd__clkbuf_1   25         93.8
sky130_fd_sc_hd__and3_1      9         56.3
sky130_fd_sc_hd__inv_1      22         82.6
sky130_fd_sc_hd__nor3_1     25          125
sky130_fd_sc_hd__a22o_1      8         70.1
sky130_fd_sc_hd__xor2_1     15          131
sky130_fd_sc_hd__or3_1       8         50.1
sky130_fd_sc_hd__mux2i_1    34          340
sky130_fd_sc_hd__nor4_1     21          131
sky130_fd_sc_hd__mux2_1      9          101
sky130_fd_sc_hd__dfrtp_1   142         3550
[layout by cell type, fill, tap and decap left out, types with 10 or more instances in the layout]
cell type,n
sky130_fd_sc_hd__nor2_1,72
sky130_fd_sc_hd__nor3_1,25
sky130_fd_sc_hd__dfrtp_1,142
sky130_fd_sc_hd__xnor2_1,46
sky130_fd_sc_hd__inv_1,22
sky130_fd_sc_hd__o21ai_1,25
sky130_fd_sc_hd__mux2_2,10
sky130_fd_sc_hd__nor4_1,21
sky130_fd_sc_hd__clkbuf_16,17
sky130_fd_sc_hd__and2_1,13
sky130_fd_sc_hd__a21o_1,10
sky130_fd_sc_hd__clkdlybuf4s50_1,60
sky130_fd_sc_hd__nand4_1,17
sky130_fd_sc_hd__xor2_1,15
sky130_fd_sc_hd__mux2i_1,34
sky130_fd_sc_hd__a21oi_1,23
sky130_fd_sc_hd__nand2_1,71
sky130_fd_sc_hd__o21ai_0,14
sky130_fd_sc_hd__nand3_1,25
[per-layer routing]
layer	GRT usage	vias up	share of wire
met5	0	-	0
met2	0.201	98	0.45
met1	0.214	2726	0.50
met4	0.0137	0	0.0095
met3	0.0232	12	0.039
li1	-	2855	-
[path summary, 6_finish.rpt]
path	cells past startpoint	start	endpoint	slack, ns
min in group clk0	0	idel_flag0	idel_flag1	0.36
min	1	sys_rst_n	addr_buffer[16]	0.33
min reg2reg	0	idel_flag0	idel_flag1	0.36
max reg2reg	6	bit_cnt[25]	rd_data_buffer[0]	0.75
max	6	bit_cnt[25]	rd_data_buffer[0]	0.75
max in group asynchronous	2	sys_rst_n	erro_flag	2.62
[power by group]
part	internal (mW)	total, mW	switching, mW
logic	0.421	1.04	0.620
clock network	0.988	1.70	0.708
registers	1.81	2.01	0.206
[kinds of logic after synthesis]
logic type | after synthesis
buffers and inverters | 57
AOI/OAI and AO/OA | 125
muxes | 53
adders and majority gates | 9
and+or+nand+nor | 313
xor gates and xnor gates | 61
DFF | 146
[area by class of cell]
cell class	instances	area, sq um	share of cell area
inverters	23	86.3	0.00939
well taps	330	413	0.0449
flip-flops and latches	146	3660	0.398
repair buffers	70	692	0.0753
clock inverters	14	165	0.0180
clock buffers	18	429	0.0467
multi-input cells	561	3750	0.408
[sequential cells by signal, summed over array words and instances, names as in the netlist, 7 cells and up]
| signal | cells |
|---|---|
| dely_state_cnt | 32 |
| addr_buffer | 24 |
| rd_data_buffer | 8 |
| data_check | 8 |
| current_state | 7 |
| bit_cnt | 32 |
| cmd_buffer | 8 |
| r_data | 8 |
| data_buffer | 8 |
Power is estimated from default activity; no workload was simulated.
