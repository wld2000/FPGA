===== constraint.sdc =====
current_design led

set clk_period 3.5
set clk_io_pct 0.2

create_clock -name clk0 -period $clk_period [get_ports {sys_clk}]

set non_clock_inputs [all_inputs -no_clocks]
set_input_delay [expr $clk_period * $clk_io_pct] -clock clk0 $non_clock_inputs
set_output_delay [expr $clk_period * $clk_io_pct] -clock clk0 [all_outputs]

===== run.sh =====
#!/bin/bash
# OpenROAD 26Q1-2900-gdf79404cd8, Yosys 0.63+post, stock flow scripts
make -C /OpenROAD-flow-scripts/flow DESIGN_CONFIG=/design/flow/config.mk WORK_HOME=/design/flow/orfs finish

===== config.mk =====
export PLATFORM = sky130hd
export DESIGN_NAME = led
export DESIGN_NICKNAME = led
export VERILOG_FILES = /design/flow/design.v
export SDC_FILE = /design/flow/constraint.sdc
export NUM_CORES = 4
export LEC_CHECK = 1
export CORE_AREA = 10 10 96 96
export DIE_AREA = 0 0 106 106

===== design.v =====
module led(
    input               sys_clk  ,   
    input               sys_rst_n,   
    output  reg  [3:0]  led          
    );
reg [23:0] counter;
always @(posedge sys_clk or negedge sys_rst_n) begin
    if (!sys_rst_n)
        counter <= 24'd0;
    else if (counter < 24'd1000_0000)   
        counter <= counter + 1'b1;
    else
        counter <= 24'd0;
end
always @(posedge sys_clk or negedge sys_rst_n) begin
    if (!sys_rst_n)
        led <= 4'b0001;
    else if(counter == 24'd1000_0000) 
        led[3:0] <= {led[2:0],led[3]};
    else
        led <= led;
end
endmodule 

==> reports/metrics.cfg <==
[routing]
wirelength_microns = 2754
drc = 0
first_iter_violations = 102
diodes = 0
first_pass_iters = 4
drt-vias-per-instance = 4.381
wire_per_inst_microns = 10.93
antenna_left = 0
routed-via-count = 1104

[floorplanning]
die_h_microns = 106
core_area_sq_mm = 0.007214
die_x_microns = 106
dieArea_sq_mm = 0.01124
io_pins = 6
placementRows = 31
fp_util_pct = 20.38

[critical_path]
r2r_setup_slack_ns = 1.24
rr_startpoint = counter[14]
cp_num_buf_inv = 1
cp-end-kind = register
path_max_fanout = 14
slowest_delay_ns = 0.71
critical_path.slowest_cell = a221oi_2
cp_top_family = AND-OR/OR-AND gates
critPathRequiredTime_ns = 3.66
r2r_cells = 5
crit_arrival_ns = 2.42
reg2reg_to = counter[2]
worst-path-stages = 5
path_cells = nor4b_1 -> o21ai_0 -> a221oi_2 -> buf_4 -> nor2_1
startpoint_type = register
path_class = reg -> reg

[cts]
ctsResizeCount = 0
numCtsBuffers = 3
clock_latency_ns = 0.27
cts_root_buf = clkbuf_8
clock_sinks = 28
h-tree-depth = 1
cts_buffer_depth = 2
cts_setup_buffers = 0
clkTransAtPathRegs_ns = 0.09
cts_hold_buf = 0
cts_tree = built

[logic_synthesis]
ys_seq_share_pct = 47.74
yosysChipArea_sq_mm = 0.001470
synth_flops = 28
top_area_cell = dfrtp_1
syn-cell-area_sq_mm = 0.001470
synthTopCellsByCount = dfrtp_1 (27), nor2_1 (18), nand4_1 (11), xnor2_1 (11), nand2_1 (9)
xor_share_pct = 8.936
ys_top_cells_by_area = dfrtp_1 (46%), xnor2_1 (6.6%), nand4_1 (4.7%)
yosys_warnings = 1
mux_area_share_pct = 3.064
synth.top_cell.area_share_pct = 45.96
ys_cells = 154
syn_avg_cell_area_sq_um = 9.546
edf_count = 0
ys_sh_aoi_pct = 7.234
async_reset_ff_share_pct = 100.0
ff_type = dfrtp_1
top_logic_kind = simple AND/OR/NAND/NOR gates
ys_types = 29
syn_inst = 154
simple_gate_area_share_pct = 26.47
most_common_cell = dfrtp_1
ys_sh_adder_pct = 1.702

[final_timing]
period_used_pct = 64.65
rsz0062_at_grt = false
fmax_mhz = 441.9
tightest_slew_ns = 0.7741
hold_violations = 0
timing.setup.tns_ns = 0
maxSlewHeadroom_pct = 48.39
finalClockSkew_ns = 0.004030
fin_crit_ns = 2.263
slew_viol_final = 0
hold_slack_ns = 0.5401
finalSetupViolCount = 0

[placed_design]
hpwl_microns = 1938
port_buffers = 5
dpl-instance-area_sq_mm = 0.001610
gp_congestion = 0.8247

[worst_hold_path]
min_from = led[2]
whs_path_depth = 1
min_path_type = reg -> reg
hold-path-endpoint = led[3]

[finish]
final_util_pct = 23.08
fill_cells = 799
final_area_sq_mm = 0.001665
area_growth_pct = 13.28
drive_gt1_share_pct = 8.497

[grt]
track_usage_pct = 4.970
grt_first_pass_wirelength_microns = 4857
grt_antenna_before_repair = 0
overflow = 0
grt-busiest-layer = met1
grt_max_degree = 29
grtUsageMet1_pct = 7.433
use_met2_pct = 7.111
grt_pass1_vias = 989
use_met3_pct = 1.651

[run]
tool_warnings = 26
max-cap-violations = 0

[power]
p_leak_uw = 0.0006562
ir_drop_mv = 0.1697
power_density_mw_per_mm2 = 316.9

[status]
status = completed

[state kept, by name, summed over array words and instances (netlist names)]
| register | flops |
|---|---|
| counter | 24 |
| led | 4 |
[placed cells by master, fill, tap and decap left out, drive strengths merged, types with 6 or more instances in the layout]
cell / synthesis / routed
nor2: 18 / 18
o21ai: 6 / 6
nand4: 12 / 12
a21oi: 6 / 6
dfrtp: 27 / 27
inv: 6 / 6
nand2: 9 / 9
xnor2: 11 / 11
[worst reg2reg max path, cell delays in order, from the launching register on]
cell      delay, ns
dfrtp_1        0.45
nor4b_1        0.40
o21ai_0        0.18
a221oi_2       0.71
buf_4          0.34
nor2_1         0.07
[layer usage]
metal | vias to the layer above | wire (microns)
met4 | 0 | 17
met1 | 541 | 1381
met3 | 2 | 150
met2 | 18 | 1205
met5 | - | 0
li1 | 543 | -
[area by class of cell]
type                    count  area, sq um  share of cell area (%)
multi-input cells         108        696.9                   41.85
flip-flops and latches     28        701.9                   42.15
inverters                   6        22.52                   1.352
clock buffers               4        55.05                   3.306
well taps                  99        123.9                   7.438
repair buffers              7        65.06                   3.907
[power by group]
| part | switching, uW | internal [uW] | total [uW] |
|---|---|---|---|
| Clock | 96.0 | 101 | 197 |
| Combinational | 6.15 | 1.71 | 7.86 |
| Sequential | 0 | 323 | 323 |
| Total | 102 | 426 | 528 |
[cells by family (layout without fill, tap and decap cells)]
kind of cell | count (synthesis) | count (layout)
flops | 28 | 28
xor+xnor | 15 | 15
buf+inv | 18 | 17
mux | 4 | 4
simple gates | 70 | 70
fa+ha+maj | 2 | 2
compound gates | 17 | 17
[worst max path at each step]
stage         slack [ns]         from    endpoint
CTS                 1.21  counter[14]  counter[2]
global route        1.04  counter[13]  counter[4]
finish              1.24  counter[14]  counter[2]
[through the flow]
stage / instances / total power (uW) / setup slack [ns]
finish: 252 / 527.7 / 1.237
global route: 252 / 550.2 / 1.036
CTS: 252 / 539.1 / 1.212
detailed placement: 248 / 338.1 / 1.279
global placement: 248 / 338.2 / 1.303
floorplan: 154 / 329.7 / 1.570
Power and IR drop assume default switching activity.
